`./config.mk`:
```
export PLATFORM = sky130hd
export DESIGN_NAME = can_bit_stuffer
export DESIGN_NICKNAME = can_bit_stuffer
export VERILOG_FILES = /design/flow/design.v
export SDC_FILE = /design/flow/constraint.sdc
export NUM_CORES = 4
export LEC_CHECK = 1
export CORE_AREA = 10 10 70 70
export DIE_AREA = 0 0 80 80
```
`./constraint.sdc`:
```
current_design can_bit_stuffer

set clk_period 1.4
set clk_io_pct 0.2

create_clock -name clk0 -period $clk_period [get_ports {clk}]

set non_clock_inputs [all_inputs -no_clocks]
set_input_delay [expr $clk_period * $clk_io_pct] -clock clk0 $non_clock_inputs
set_output_delay [expr $clk_period * $clk_io_pct] -clock clk0 [all_outputs]
```
`./design.v`:
```
module can_bit_stuffer (
    input  logic clk,
    input  logic rst_n,
    input  logic reset_mode,
    input  logic sample_point,
    input   logic bit_start_point,
    input  logic bit_stuffing_en,       
    input  logic tx_frame_tx_bit,       
    output logic stuffed_tx_bit,        
    output logic insert_stuff_bit       
);
    logic [2:0] bit_stuff_counter_ff, bit_stuff_counter_next;
    logic       tx_bit_curr, tx_bit_prev, tx_bit_next;
    always_ff @(posedge clk or negedge rst_n) begin
        if (!rst_n)
            bit_stuff_counter_ff <= 3'h1;
        else
            bit_stuff_counter_ff <= bit_stuff_counter_next;
    end
    always_comb begin
        bit_stuff_counter_next = bit_stuff_counter_ff;
        if (reset_mode) begin
            bit_stuff_counter_next = 3'h1;
        end else if (sample_point & bit_stuffing_en) begin    
            if (bit_stuff_counter_ff == 3'h5)
                bit_stuff_counter_next = 3'h1;
            else if (tx_bit_curr == tx_bit_prev)
                bit_stuff_counter_next = bit_stuff_counter_ff + 1'b1;
            else
                bit_stuff_counter_next = 3'h1;
        end
    end
    assign insert_stuff_bit = (bit_stuff_counter_ff == 3'h5);
    always_comb begin
        if (insert_stuff_bit & bit_stuff_counter_ff == 3'h5)
            tx_bit_next = ~tx_bit_prev; 
        else
            tx_bit_next = tx_frame_tx_bit;     
    end
    always_ff @(posedge clk or negedge rst_n) begin
        if (!rst_n)
            tx_bit_curr <= 1'b1;
        else if (reset_mode)
            tx_bit_curr <= 1'b1;
        else if (bit_start_point)
            tx_bit_curr <= tx_bit_next;
    end
    always_ff @(posedge clk or negedge rst_n) begin
        if (!rst_n)
            tx_bit_prev <= 1'b0;
        else if (reset_mode)
            tx_bit_prev <= 1'b0;
        else if (bit_start_point)
            tx_bit_prev <= tx_bit_curr;
    end
    assign stuffed_tx_bit = tx_bit_curr;
endmodule
```
`./run.sh`:
```
#!/bin/bash
# OpenROAD 26Q1-2900-gdf79404cd8, Yosys 0.63+post, stock flow scripts
make -C /OpenROAD-flow-scripts/flow DESIGN_CONFIG=/design/flow/config.mk WORK_HOME=/design/flow/orfs finish
```
==> impl.org <==
#+TITLE: Flow metrics

** Global routing
- Pin count of the biggest net entering global routing :: 6
- Global routing finished with a remaining overflow of 0.
- Summed over all routing layers, the global router reports a total usage of 0.0209.
- Wire length of the first global-routing pass :: 1090 um
- Vias in the first global route :: 256
- Initial antenna violation count :: 0

** Yosys
- YS warnings :: 1
- After synthesis, the design contains 26 cells according to Yosys.
- Synth cell types :: 20
- By area the synthesized netlist is led by dfrtp_1 (26%), dfstp_2 (18%), ha_1 (8.6%).
- Cell type contributing the most total cell area after synthesis :: dfrtp_1
- Counting every instance in the synthesized netlist gives 26.
- Post-synth regs :: 5
- Post-Synthesis Mean Instance Area :: 11.2 um2
- Post-Synthesis Cell Area :: 292 um2
- Synth top area share :: 0.258
- The share of the Yosys chip area taken by registers is 0.438.
- For this run, the chip area from Yosys synthesis comes to 292 um2.

** STA
- Number of failing hold endpoints at the final stage :: 0
- Setup TNS :: -165 ps
- Largest clock skew in the final design :: 0.742 ps
- For the pin with the worst max-slew slack, the measured transition is 315 ps.
- Final clock period utilization by the worst path :: 1.05
- RSZ-0062 raised after global routing :: yes
- Worst-case setup margin in the final layout :: -75.7 ps
- Maximum clock frequency :: 678 MHz
- Worst Hold Margin :: 258 ps
- Final Critical Period :: 1480 ps
- Slew HR :: 0.787
- Setup violations remaining at the end of the flow were counted as 4.
- Number of max-slew violations in the final report :: 0

** Detailed routing
- In the final routed layout, each cell accounts on average for 7.85 um.
- Top layer reached by signal wires :: met4
- Vias per Instance :: 2.88
- Count of antenna-violating nets left after detailed routing :: 0
- Ant. Diodes :: 0
- Violation count after the first detailed-route iteration :: 1
- Wl on met1 :: 302 um
- Detailed-routed wire length on met2 :: 357 um
- Number of design rule violations left after detail routing :: 0
- Via count :: 262
- Total wire length :: 714 um
- The first detailed-routing pass ran for 2 iterations.
- Per the detail_route log, met3 wirelength is 35 um.

** Clock network
- For this design, the CTS-stage hold fixing added 0 buffers.
- TritonCTS clock tree :: done
- Root buf cell :: clkbuf_4
- Looking at the worst setup and hold paths, the clock pins of their registers show a slew of 40 ps.
- Clk sink count :: 5
- TritonCTS buffer count :: 3
- Clk buf depth :: 2
- Clock insertion delay at the later pin of the skew report :: 230 ps
- Looking at the clock tree report, the H-tree level count equals 1.

** Layout
- Logic area :: 181 um2
- Filler Cells Inserted :: 392
- Commonest cells after routing, fill and taps aside :: clkdlybuf4s50_1 (6), buf_4 (6), a21oi_1 (3), dfrtp_1 (3), clkbuf_4 (3)
- Register area :: 128 um2
- Layout area overhead :: 80.7%
- The finished cells cover 527 um2.
- Of the cells placed in the final design, the portion with a size suffix greater than 1 is 0.400.

** Critical path
- Data required time at the worst endpoint :: 1560 ps
- The report shows a maximum critical-path fanout of 3.
- Per STA, the worst path is made up of inv_2 > ha_4 > and2_4 > buf_6 > or3_4 > o22a_1.
- Worst setup EP type :: flop
- In this design, the stage delay of the slowest critical-path cell is 390 ps.
- Classification of the worst setup path :: flop to flop
- Arrival time reported for the critical path endpoint :: 1640 ps
- Family with the most delay on the worst path :: simple AND/OR/NAND/NOR gates
- The timing report shows that the slowest cell on the worst path is or3_4.
- Number of buffer and inverter stages on the critical path :: 2
- Crit path launch type :: flop

** Die
- The die is 80 um wide.
- Area enclosed by the die boundary :: 6400 um2
- According to the floorplan report, the placeable core area is 3420 um2.
- According to the floorplan log, the row count is 21.
- From bottom edge to top edge, the die measures 80 um.
- The floorplan step records an initial core utilization of 0.0853.
- According to the I/O placement log, the pin count is 9.

** Outcome
- Violations in the final reports :: setup timing
- The run finished, with violations left.

** Power
- For this design the ratio of total power to cell area is 844 nW/um2.
- Worst IR Drop VDD :: 0.000410 V
- Per the OpenROAD power report, leakage power amounts to 0.000210 uW.

** Run
- Max-cap viol count :: 0
- The logs give a warning total of 28.

** Placed design
- The final weighted congestion recorded by global placement is 0.799.
- Placed Area :: 467 um2
- Buffers placed on the I/O ports in this run total 8.
- Final HPWL from detailed placement :: 589 um

** Worst hold path
- Checking hold timing, the worst path is listed with class input port to asynchronous set/reset pin.
==> flip-flops by register name, summed over array words and instances (netlist names) <==
| register | count |
|---|---|
| tx_bit_prev | 1 |
| tx_bit_curr | 1 |
| bit_stuff_counter_ff | 3 |
==> worst reg2reg max path: cells and delay by family (launching register included) <==
kind                       cells  cell delay [ps]
and+or+nand+nor                2              540
DFF                            1              350
AOI/OAI and AO/OA              1              200
adders and majority gates      1              150
buffers and inverters          2              160
==> logic make-up (layout without fill, tap and decap cells) <==
kind of cell               Yosys count  count (layout)  share of synthesized area
adders and majority gates            2               2                     0.0858
buffers and inverters                1              20                     0.0129
DFF                                  5               5                      0.438
AOI/OAI and AO/OA                    9               9                      0.240
muxes                                1               1                     0.0343
xor gates and xnor gates             1               1                     0.0300
and+or+nand+nor                      7               7                      0.159
==> power by group <==
group          internal [uW]  switching (uW)
sequential               159            8.04
combinational           70.7            47.7
clock                    107            51.6
==> routing by layer <==
layer	up-vias	GRT usage
li1	136	-
met1	120	0.0221
met2	4	0.0337
met3	2	0.0102
met4	0	0.0106
met5	-	0
==> repair_timing <==
action	4_1_cts	5_1_grt
endpoints found under the setup margin	5	4
pin swaps	2	2
setup buffers	1	1
endpoints found under the hold margin	0	0
resized	8	1
==> Yosys cell counts <==
library cell and instances:
nand2_1 1, nand3b_1 1, o2bb2ai_1 1, inv_1 1, dfstp_2 2, nor2_1 1, nand3_1 1, ha_1 2
xor2_1 1, a21oi_1 3, a21o_1 1, o41ai_1 1, and2_4 1, o31ai_2 1, or3_4 1, o22a_1 1
dfrtp_1 3, a211o_1 1, nor2b_1 1, mux2i_1 1
==> path summary, 6_finish.rpt <==
path                                          from                      end  slack, ps  cells after the start
max                        bit_stuff_counter_ff[1]  bit_stuff_counter_ff[0]        -80                      6
min                                          rst_n  bit_stuff_counter_ff[1]        260                      1
max reg2reg                bit_stuff_counter_ff[1]  bit_stuff_counter_ff[0]        -80                      6
min reg2reg                bit_stuff_counter_ff[2]  bit_stuff_counter_ff[2]        540                      1
max in group asynchronous                    rst_n              tx_bit_curr        900                      1
min in group clk0          bit_stuff_counter_ff[2]  bit_stuff_counter_ff[2]        540                      1
==> per-stage QoR <==
step	util	worst slack [ps]	cells	total power (uW)
finish	0.154	-75.7	91	444
global route	0.154	-116	91	478
CTS	0.149	-77.2	90	448
detailed placement	0.137	-158	85	267
global placement	0.137	-159	85	266
floorplan	-	65.0	26	215
==> cell type report <==
type | instances | share of cell area
Sequential cell | 5 | 0.242
Timing Repair Buffer | 15 | 0.247
Multi-Input combinational cell | 20 | 0.344
Tap cell | 46 | 0.109
Inverter | 1 | 0.00713
Clock buffer | 4 | 0.0499
No activity file was given, so power comes from the tool's default toggle rates.
