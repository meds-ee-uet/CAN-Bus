==> /design/flow/design.v <==
module can_error_handling (
    input  logic clk,
    input  logic rst,
    input  logic rx_bit,          
    input  logic tx_bit,          
    input  logic tx_active,       
    input  logic sample_point,    
    input  logic bit_de_stuffing_ff,
    input  logic remove_stuff_bit,
    input  logic in_arbitration,
    input  logic in_ack_slot,
    input logic in_crc_delimiter,
    input logic in_ack_delimiter,
    input logic in_eof,
    input  logic crc_check_done,
    input  logic crc_rx_valid,
    input  logic crc_rx_match,
    input  logic overload_request,
    input logic  dominant_after_flag,
    output logic bit_error,
    output logic stuff_error,
    output logic crc_error,
    output logic form_error,
    output logic ack_error,
    output logic [7:0] tec,
    output logic [7:0] rec,
    output logic error_active,
    output logic error_passive,
    output logic bus_off
);
logic rx_bit_curr;
logic rx_bit_prev;
logic prev_tx_error, prev_rx_error;
logic tx_error, rx_error;
logic flag_fourteen;
logic [3:0] dominant_count;   
assign stuff_error = sample_point & bit_de_stuffing_ff & remove_stuff_bit & (rx_bit_curr == rx_bit_prev) & ~(in_arbitration);
assign bit_error = sample_point & tx_active & 
    (tx_bit != rx_bit) & ~((tx_bit == 1'b1) && (rx_bit == 1'b0) && (in_arbitration || in_ack_slot || error_passive));
assign ack_error = sample_point & tx_active & in_ack_slot & (rx_bit == 1'b1);
assign form_error = sample_point & !rx_bit & (in_crc_delimiter || in_ack_delimiter || in_eof);
assign crc_error = crc_check_done & crc_rx_valid & ~crc_rx_match;
assign tx_error = tx_active && (bit_error || form_error || ack_error);
assign rx_error = !tx_active && (bit_error ||form_error || stuff_error || crc_error);
logic success_tx, success_rx;
assign success_tx = sample_point & tx_active & !(bit_error || form_error || ack_error);
assign success_rx = sample_point & !tx_active & !(bit_error ||form_error || stuff_error || crc_error);
always_ff @(posedge clk or negedge rst) begin
    if (!rst)begin
        rx_bit_curr <= 1'b1;
         rx_bit_prev <= 1;
    end else begin
         rx_bit_curr <= rx_bit;
         rx_bit_prev <= rx_bit_curr;
    end
end
always_ff @(posedge clk or negedge rst)begin
    if(!rst)begin
        dominant_count <=0;
        flag_fourteen <=0;
    end else if(rx_bit_prev==0 && rx_bit_curr==0)begin
          dominant_count <= dominant_count + 1;
          if (dominant_count==14)begin
             flag_fourteen <=1;
             dominant_count <= 0;
          end 
     end else if(rx_bit==1)begin
             flag_fourteen <=0;
             dominant_count <=0;
         end
    end
always_ff @(posedge clk or negedge rst) begin
    if (!rst) begin
        tec <= 8'd0;
        rec <= 8'd0;
        prev_tx_error <= 1'b0;
        prev_rx_error <= 1'b0;
    end else begin
        if(dominant_count==14  )begin    
            tec <= (tec <= 8'd247) ? tec + 8 : 8'd255;
            rec <= (rec <= 8'd247) ? rec + 8 : 8'd255;
        end else if (tx_error && !prev_tx_error) begin
            if (!(error_passive && ack_error))
                tec <= (tec <= 8'd247) ? tec + 8 : 8'd255;
        end else if (rx_error && !prev_rx_error) begin
            if (!(bit_error && error_active))
                rec <= (rec < 8'd255) ? rec + 1 : 8'd255;
        end else if (dominant_after_flag) begin
            rec <= (rec <= 8'd247) ? rec + 8 : 8'd255;
        end else if (success_tx && tec > 0) begin
            tec <= tec - 1;
        end else if (success_rx && rec > 0) begin
            rec <= rec - 1;
        end
        prev_tx_error <= tx_error;
        prev_rx_error <= rx_error;
    end
end
always_comb begin
    if (tec >= 8'd255) begin
        bus_off       = 1'b1;
        error_passive = 1'b0;
        error_active  = 1'b0;
    end else if ((tec >= 8'd128) || (rec >= 8'd128)) begin
        bus_off       = 1'b0;
        error_passive = 1'b1;
        error_active  = 1'b0;
    end else begin
        bus_off       = 1'b0;
        error_passive = 1'b0;
        error_active  = 1'b1;
    end
end
endmodule
==> /design/flow/run.sh <==
#!/bin/bash
# OpenROAD 26Q1-2900-gdf79404cd8, Yosys 0.63+post, stock flow scripts
make -C /OpenROAD-flow-scripts/flow DESIGN_CONFIG=/design/flow/config.mk WORK_HOME=/design/flow/orfs finish
==> /design/flow/config.mk <==
export PLATFORM = sky130hd
export DESIGN_NAME = can_error_handling
export DESIGN_NICKNAME = can_error_handling
export VERILOG_FILES = /design/flow/design.v
export SDC_FILE = /design/flow/constraint.sdc
export NUM_CORES = 4
export LEC_CHECK = 1
export CORE_AREA = 10 10 112 112
export DIE_AREA = 0 0 122 122
==> /design/flow/constraint.sdc <==
current_design can_error_handling

set clk_period 4.6
set clk_io_pct 0.2

create_clock -name clk0 -period $clk_period [get_ports {clk}]

set non_clock_inputs [all_inputs -no_clocks]
set_input_delay [expr $clk_period * $clk_io_pct] -clock clk0 $non_clock_inputs
set_output_delay [expr $clk_period * $clk_io_pct] -clock clk0 [all_outputs]
==> flow_summary.yaml <==
# yosys + openroad results
floorplanning:
  pin_count: 42
  fp_util_pct: 20.0
  chipArea_um2: 14900
  die_height_um: 122
  core_region_area_um2: 10200
  std_cell_rows: 37
  fp.dieW_um: 122
worst_setup_path:
  start_kind: "primary input"
  arrival_ps: 2850
  crit_type: "primary input to primary output"
  path_max_fanout: 4
  cp-end-kind: "primary output"
  r2r_setup_slack_ps: 1800
  cp.required_ps: 3680
flow_run:
  tool_warnings: 32
  cap_violations: 0
place:
  dp_cells: 415
  port_buffers: 40
  hpwlAfterDp_mm: 4.31
  place.gp.congestion: 0.896
  pre_cts_ws_ps: 809
timing:
  fin_setup_tns_ps: 0
  slew_violations: 0
  fmax_mhz: 265
  max_slew_margin_pct: 60.6
  whs_ps: 370
  final_hold_viol_count: 0
  setup_viol: 0
  setup_slack_ps: 826
  rsz0062_at_grt: "no"
  fin_skew_ps: 2.30
  worstMarginPinSlew_ps: 588
  period_used_pct: 82.0
  layout_min_cycle_time_ps: 3770
synth:
  yosysTopAreaCell: "dfrtp_1"
  syn_area_um2: 2050
  yosysWarnings: 1
  synth.distinct_cells: 58
  flop_cell: "dfrtp_1"
  synthTopCellsByArea: "dfrtp_1 27%, ha_1 8.0%, a21oi_1 5.1%"
  async_flop_share_pct: 100
  yosys_area_um2: 2050
  top_cell: "nor2_1"
  edf_count: 0
  synthTopCellsByCount: "24 x nor2_1, 22 x dfrtp_1, 21 x a21oi_1, 18 x nand2_1, 16 x o21ai_0"
  ys_ff: 24
  syn_area_per_cell_um2: 8.18
  top_area_share_pct: 26.9
  ys_seq_share_pct: 29.5
  ys_cells: 250
  synth_cells: 250
power:
  peakVddDrop_mv: 0.115
  switching_power_uw: 470
  pwr-share-comb_pct: 50.2
  power_density_nw_per_um2: 427
  cellInternalPower_uw: 644
  finalPower_uw: 1110
  seqPwrFrac_pct: 38.2
  p_sw_share_pct: 42.2
  power_leakage_uw: 0.00102
  clkPwrFrac_pct: 11.6
cells_and_area:
  layout.cells.non_filler: 419
  drive_gt1_share_pct: 4.24
  syn_to_final_growth_pct: 27.6
cts:
  cts_setup_buffers: 0
  numCtsBuffers: 3
  clock-sinks: 24
  clock.latency.late_pin_ps: 260
  clk_path_buf_depth: 2
  cts_root_buf: "clkbuf_8"
  clk_pin_slew_worst_paths_ps: 80
  hold_buffers: 0
  htreeDepth: 1
  cts_resized: 0
  cts_tree: "built"
routing:
  antennaDiodeCount: 0
  via_per_inst: 4.81
  vias: 2016
  avgRoutedWirePerCell_um: 13.7
  finalWirelength_mm: 5.73
  drtIter0Drc: 100
  drcViolationCount: 0
  ant_nets: 0
  firstDrtPassIters: 4
global_route:
  gr-usage-met3_pct: 1.46
  grt_pass1_vias: 1924
  use_met1_pct: 10.5
  overflow: 0
  grt_pass1_wl_mm: 9.47
  grt-busiest-layer: "met2"
  track_usage_pct: 7.48
  use_met2_pct: 12.0
  grt_max_degree: 25
  antenna_found_initial: 0
outcome:
  status: "finished, final reports clean"
worst_hold_path:
  hp-class: "flip-flop to flip-flop"
kinds of logic after synthesis:
group / share of synthesized area (%)
AND/OR/NAND/NOR: 23.7
buffers and inverters: 5.99
AND-OR/OR-AND: 29.4
adder cells (fa/ha/maj): 7.95
flip-flops: 29.5
XOR/XNOR: 3.00
multiplexers: 0.489
layer usage:
layer | wire [um] | share of wire, %
met5 | 0 | 0
met4 | 54 | 0.94
met3 | 368 | 6.4
met2 | 2560 | 45
met1 | 2750 | 48
through the flow:
step / utilization, % / area, um2
global placement: 25.1 / 2560
CTS: 25.5 / 2610
floorplan: - / 2050
detailed placement: 25.1 / 2560
global route: 25.5 / 2610
finish: 25.5 / 2610
cells in the final DEF, fill, tap and decap left out, types with 5 or more instances in the layout:
cell	netlist	routed
dfrtp_1	22	22
ha_1	13	13
o21ai_0	16	16
a21oi_1	21	21
a211oi_1	5	5
nand2_1	18	18
nand4_1	9	9
inv_1	15	15
nand3_1	8	8
clkdlybuf4s50_1	0	40
nor2_1	24	24
nor3_1	5	5
and3_1	5	5
state kept, by name, summed over array words and instances (netlist names):
| register | count |
|---|---|
| prev_tx_error | 1 |
| rx_bit_curr | 1 |
| tec | 8 |
| dominant_count | 4 |
| rx_bit_prev | 1 |
| prev_rx_error | 1 |
| rec | 8 |
layout make-up:
type | instances | area [um2]
Multi-Input combinational cell | 198 | 1320
Tap cell | 136 | 170
Timing Repair Buffer | 42 | 415
Clock buffer | 4 | 45.0
Inverter | 15 | 56.3
Sequential cell | 24 | 603
Fill cell | 1079 | 7620
critical path, stage by stage:
cell             delay (ps)
clkdlybuf4s50_1         530
inv_1                    90
ha_1                    330
nor3_2                  300
and2_1                  210
clkdlybuf4s50_1         480
worst paths after layout:
kind,from,cells after the start,end
worst min register to register,rx_bit_curr,0,rx_bit_prev
max in group asynchronous,rst,2,rx_bit_prev
worst min-delay path,rx_bit_curr,0,rx_bit_prev
worst max-delay path,rx_bit,6,bit_error
worst max register to register,rec[0],9,rec[2]
min in group asynchronous,rst,2,tec[3]
power by group through the flow:
| stage | sequential (uW) | combinational, uW | clock (uW) |
|---|---|---|---|
| finish | 426 | 559 | 129 |
| global route | 444 | 629 | 146 |
| CTS | 424 | 568 | 138 |
Power is estimated from default activity; no workload was simulated.
